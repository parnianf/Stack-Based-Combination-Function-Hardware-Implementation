==> /design/flow/design.v <==
`timescale 1ns/1ns
module Accumulator(input clk, rst, en, output reg [12:0] result);
  always @(posedge clk) begin
      if (rst) result <= 13'd0;
      else if (en) result <= result + 1;
    end
endmodule
`timescale 1ns/1ns
module ComparatorEqual(input[3:0] in0, in1, output eq);
  assign eq = (in0 == in1) ? 1 : 0;
endmodule
`timescale 1ns/1ns
module Comb(input clk, rst, start, input[3:0] n, m, output done, output[12:0] result);
  wire push, pop, ld_n_in_reg, ld_m_in_reg, ld_n, ld_m, ld_cnt, en_cnt, en_acc, sel_stack, sel_n_reg, sel_m_reg, sel_m_stack, is_empty, eq1, eq2, cout;
  Datapath dp(clk, rst, push, pop, ld_n_in_reg, ld_m_in_reg, ld_n, ld_m, ld_cnt, en_cnt, en_acc, sel_stack, sel_n_reg, sel_m_reg, sel_m_stack,
    n, m, is_empty, eq1, eq2, cout, result);
  Controller cu(clk, rst, start, is_empty, eq1, eq2, cout, push, pop, ld_n_in_reg, ld_m_in_reg, ld_n, ld_m, ld_cnt, en_cnt, en_acc,
    sel_stack, sel_n_reg, sel_m_reg, sel_m_stack, rst_dp, done);
endmodule
`timescale 1ns/1ns
module Controller(input clk, rst, start, is_empty, eq1, eq2, cout, output reg push, pop, ld_n_in_reg, ld_m_in_reg, ld_n, ld_m, ld_cnt, en_cnt, en_acc,
  sel_stack, sel_n_reg, sel_m_reg, sel_m_stack, rst_dp, done);         
  reg [3:0] ns, ps;
  parameter [3:0] q0 = 0, q1 = 1, q2 = 2, q3 = 3, q4 = 4, q5 = 5, q6 = 6, q7 = 7, q8 = 8, q9 = 9;                
  always @(ps) begin
    ns = 4'b0000;
    {push, pop, ld_n_in_reg, ld_m_in_reg, ld_n, ld_m, ld_cnt, en_cnt, en_acc, sel_stack, sel_n_reg, sel_m_reg, sel_m_stack, rst_dp, done} = 15'b000000000000000;
    case(ps)
      q0: begin ns = start==1'b1 ? q1 : q0; {ld_n, ld_m, sel_n_reg, sel_m_reg, rst_dp, ld_cnt} = 6'b111111; end
      q1: begin 
            if( (eq1==1'b1) || (eq2==1'b1)) ns = q8;
            else ns = q2;
      end
      q2: begin ns = q3; {push, en_cnt} = 2'b11; sel_stack = 1'b0; end
      q3: begin ns = cout == 1 ? q4 : q2; {sel_stack, push, en_cnt} = 3'b111; sel_m_stack = cout == 1? 1 : 0; end
      q4: begin ns = q5; {pop, ld_cnt} = 2'b11; end
      q5: begin ns = q6; {pop, ld_m} = 2'b11; end
      q6: begin ld_n = 1'b1; ns = q7; end
      q7: begin
                if( (eq1==1'b1) || (eq2==1'b1)) ns = q8;
                else if ({eq1, eq2} == 2'b00) ns = q2;
        end
      q8: begin ns = is_empty == 1 ? q9 : q4; en_acc = 1'b1; end 
      q9: begin ns = q0; done=1; end
    endcase
  end       
  always@(posedge clk, posedge rst)begin
    if(rst)
      ps <= q0;
    else
      ps <= ns;
  end         
endmodule
`timescale 1ns/1ns
module Counter2bit(input [1:0]in_load, input clk, en, ld, output reg [1:0]cnt, output co);
    always @(posedge clk) begin
      if (ld) cnt <= in_load;
      else if (en) cnt <= cnt + 1;
    end
    assign co = &{cnt, ~ld};
endmodule
`timescale 1ns/1ns
module Datapath(input clk, rst, push, pop, ld_n_in_reg, ld_m_in_reg, ld_n, ld_m, ld_cnt, en_cnt, en_acc, sel_stack, sel_n_reg, sel_m_reg, sel_m_stack,
  input[3:0] n, m, output is_empty, eq1, eq2, cout, output[12:0] res);
  wire[3:0] n_in_reg_out, stack_in, stack_out, n_reg_in, n_reg_out, n_sub_out, m_in_reg_out, m_reg_in, m_reg_out, m_sub_out, m_stack;
  wire[1:0] cnt_out;
  Register n_in_reg(clk, rst, ld_n_in_reg, n, n_in_reg_out);
  Stack stack(clk, rst, push, pop, stack_in, is_empty, stack_out);
  Mux2to1 n_reg_mux(stack_out, n, sel_n_reg, n_reg_in);
  Register n_reg(clk, rst, ld_n, n_reg_in, n_reg_out);
  Subtractor sub_n(n_reg_out, 4'd1, n_sub_out);
  Register m_in_reg(clk, rst, ld_m_in_reg, m, m_in_reg_out);
  Mux2to1 m_reg_mux(stack_out, m, sel_m_reg, m_reg_in);
  Register m_reg(clk, rst, ld_m, m_reg_in, m_reg_out);
  Subtractor sub_m(m_reg_out, 4'd1, m_sub_out);
  ComparatorEqual cmp1(n_reg_out, m_reg_out, eq1);
  ComparatorEqual cmp2(m_reg_out, 4'd0, eq2);
  Mux2to1 m_stack_mux(m_sub_out, m_reg_out, sel_m_stack, m_stack);
  Mux2to1 stack_mux(n_sub_out, m_stack, sel_stack, stack_in);
  Counter2bit counter(2'd0, clk, en_cnt, ld_cnt, cnt_out, cout);
  Accumulator accumulator(clk, rst, en_acc, res);
endmodule 
`timescale 1ns/1ns
module Mux2to1(input [3:0] in0, in1, input sel, output [3:0] out);
  assign out = sel ? in1 : in0;
endmodule
`timescale 1ns/1ns
module Register(input clk, rst, ld,input [3:0] in, output reg [3:0] out);
  always@(posedge clk)begin
    if(rst) out <= 4'd0;
    else if(ld)
      out <= in;
  end
endmodule
`timescale 1ns/1ns
module Stack(input clk, rst,  push, pop, input [3:0] d_in, output is_empty, output reg [3:0] d_out); 
    reg [8:0] ptr;
    reg [16:0] stack [0:512];
    always @(posedge clk, posedge rst) begin
        if (rst)
            ptr <= 8'd0;
        else if (push)begin
          stack[ptr] <= d_in;
            ptr <= ptr + 1;
        end
        else if (pop)begin
          d_out <= stack[ptr - 1];
            ptr <= ptr - 1;
        end
    end
    assign is_empty = ptr == 8'd0 ? 1'b1 : 1'b0;
endmodule
`timescale 1ns/1ns
module Subtractor(input[3:0] A, B, output[3:0] res);
  assign res = A-B;
endmodule
==> /design/flow/run.sh <==
#!/bin/bash
# OpenROAD 26Q1-2900-gdf79404cd8, Yosys 0.63+post, stock flow scripts
make -C /OpenROAD-flow-scripts/flow DESIGN_CONFIG=/design/flow/config.mk WORK_HOME=/design/flow/orfs finish
==> /design/flow/config.mk <==
export PLATFORM = sky130hd
export DESIGN_NAME = Comb
export DESIGN_NICKNAME = Comb
export VERILOG_FILES = /design/flow/design.v
export SDC_FILE = /design/flow/constraint.sdc
export NUM_CORES = 4
export LEC_CHECK = 1
export CORE_UTILIZATION = 30
export SYNTH_HDL_FRONTEND = slang
export SYNTH_MEMORY_MAX_BITS = 65536
==> /design/flow/constraint.sdc <==
current_design Comb

set clk_period 30.7
set clk_io_pct 0.2

create_clock -name clk0 -period $clk_period [get_ports {clk}]

set non_clock_inputs [all_inputs -no_clocks]
set_input_delay [expr $clk_period * $clk_io_pct] -clock clk0 $non_clock_inputs
set_output_delay [expr $clk_period * $clk_io_pct] -clock clk0 [all_outputs]
==> Slide: Implementation Results <==
Flow Results at a Glance

Synth
  – Chip Area, Yosys: 0.08362 sq mm
  – Synth cell types: 86
  – Ys flop type: edfxtp_1
  – Avg Inst Size Synth: 19.42 sq um
  – Flops after synth: 2,094
  – Yosys synthesis warning count: 0
  – Post-synthesis cell area: 0.08362 sq mm
  – Cell count listed in synth_stat.txt: 4,306
  – FFs w/ async S/R, synth: 0.9074%
  – Post-Synthesis Cells: 4,306
  – Synth Seq Share: 74.81%
  – Flip-flops with a built-in enable: 2,052

Clocking
  – CTS tree: built
  – Clk ins delay skew pair: 0.85 ns
  – Hold_buf cts: 0
  – CTS buffer count: 205
  – Clk root buf: clkbuf_16
  – Sink Count: 2,094
  – CTS max path bufs: 3
  – H-tree depth: 4
  – Setup bufs post-CTS: 0
  – CTS clk-pin slew, worst paths: 0.06 ns
  – PostCTS Resize Cnt: 0

Final timing
  – Final setup margin: 22.70 ns
  – Slew @ Worst Pin: 1.130 ns
  – Post-layout period usage: 26.07%
  – Setup TNS: 0 ns
  – Tmin final: 8.002 ns
  – Clk_skew: 0.04528 ns
  – RSZ-0062 raised after global routing: no
  – Hold Slack: 0.4085 ns
  – Max_slew headroom: 24.70%
  – Final setup fails: 0
  – Pins Over Slew Limit: 0
  – Max Freq: 0.1250 GHz
  – Final Hold Viols: 0

Floorplanning
  – Die area: 0.2809 sq mm
  – Die height: 530.0 um
  – I/O pin cnt: 25
  – Cell Rows: 193
  – CORE AREA: 0.2767 sq mm
  – Initial Utilization: 30.22%
  – Die W: 530.0 um

Worst setup path
  – Arrival @ worst endpoint: 8.50 ns
  – Worst R2R Start: dp.stack.ptr[0]$_DFFE_PP0P_
  – FF-to-FF path depth: 12
  – Critical Path End: dp.stack.stack[115][2]$_DFFE_PP_
  – Flop2flop setup slack: 24.30 ns
  – WS Path Type: input port to flop
  – Critical path peak fanout: 32
  – Critical Path Sink Type: flop
  – CP required: 31.20 ns
  – Crit path launch type: input port
  – Crit path from: rst
  – Worst r2r dst: dp.stack.d_out[1]$_DFFE_PP_

Global routing
  – Vias in the first global route: 46,600
  – Total track usage: 16.78%
  – Largest net degree at the start of global routing: 134
  – Initial antenna violation count: 6
  – First-pass GRT wire length: 316,800 um
  – Remaining Overflow, GRT: 0

Power and ir drop
  – Peak supply drop: 0.00005367 V
  – PwrDens: 59.18 mW/mm^2
  – Lkg Pwr: 20.44 nW

Finish
  – Post-route cell area: 0.09527 sq mm
  – Synth-to-Final Area Change: 13.93%
  – Layout cell share with drive strength beyond 1: 23.41%

Placement
  – Post-DP HPWL: 129,300 um
  – Placer Congestion: 0.9050
  – Port bufs: 24
  – Pre-CTS WS: 21.84 ns
  – Placed Area: 0.08839 sq mm

Detailed routing
  – 1st-pass router iterations: 5
  – Via count: 41,864
  – Routed WL: 217,800 um
  – DR iter-0 viols: 2,724
  – Via density: 5.055
  – Average routed wire per standard cell: 26.30 um
  – Routed Antenna Nets: 0
  – # DRC: 0

Job
  – Stage-log warning count: 40
  – MaxCap Viol Count: 0

Hold path
  – Hold Path Class: flop to flop

Outcome
  – Status: finished clean
==> kinds of logic after synthesis <==
family / after synthesis / synth area share [%]
and+or+nand+nor: 1006 / 5.051
muxes: 639 / 15.62
DFF: 2094 / 74.81
AOI/OAI and AO/OA: 225 / 2.006
buffers and inverters: 295 / 1.948
adders and majority gates: 9 / 0.1347
xor gates and xnor gates: 38 / 0.4294
==> synth_stat cells, types with 9 or more instances <==
| library cell | instances | area [sq um] |
|---|---|---|
| xnor2_1 | 18 | 157.7 |
| a22oi_1 | 32 | 240.2 |
| ha_1 | 9 | 112.6 |
| and3_1 | 18 | 112.6 |
| clkbuf_1 | 130 | 488.0 |
| mux2_2 | 42 | 473.0 |
| mux4_2 | 517 | 11640 |
| nor3_1 | 16 | 80.08 |
| nand3_1 | 83 | 415.4 |
| dfxtp_1 | 23 | 460.4 |
| buf_2 | 72 | 360.4 |
| nor2b_1 | 17 | 106.4 |
| edfxtp_1 | 2052 | 61620 |
| dfrtp_1 | 18 | 450.4 |
| xor2_1 | 18 | 157.7 |
| a32oi_1 | 24 | 210.2 |
| mux2i_1 | 71 | 710.7 |
| buf_4 | 34 | 255.2 |
| buf_6 | 34 | 382.9 |
| o21ai_0 | 13 | 65.06 |
| buf_1 | 11 | 41.29 |
| nor2_1 | 574 | 2155 |
| inv_1 | 9 | 33.78 |
| a21oi_1 | 30 | 150.1 |
| mux4_1 | 9 | 236.5 |
| a221oi_1 | 10 | 87.58 |
| a31oi_1 | 23 | 143.9 |
| nand4_1 | 22 | 137.6 |
| nand2_1 | 235 | 882.1 |
| o211ai_1 | 9 | 67.56 |
==> metrics by stage <==
stage               util, %  power (mW)  cells
detailed placement    31.94       3.152   7904
global route          34.43       5.786   8281
global placement      31.94       3.152   7904
finish                34.43       5.638   8281
CTS                   34.43       5.679   8280
floorplan                 -       3.150   4306
==> critical path, cell delays in order <==
cell and delay [ns]:
clkdlybuf4s50_1 0.40, buf_4 0.24, nor3_1 0.75, nand2_1 0.23, buf_4 0.34, nor2_1 0.35
==> routing by layer <==
metal	wire [um]	GRT usage [%]	vias up
li1	-	-	17647
met1	69910	17.88	21038
met2	98250	24.36	2756
met3	40630	14.49	415
met4	8824	5.310	8
met5	160	0.4786	-
==> how the worst min path moves through the flow <==
| stage | from | end | slack [ns] | cells after the start |
|---|---|---|---|---|
| 5_1_grt | cu.ps[3]$_DFF_PP0_ | cu.ps[8]$_DFF_PP0_ | 0.43 | 0 |
| 6_report | cu.ps[3]$_DFF_PP0_ | cu.ps[8]$_DFF_PP0_ | 0.41 | 0 |
| 4_1_cts | cu.ps[3]$_DFF_PP0_ | cu.ps[8]$_DFF_PP0_ | 0.41 | 0 |
==> cell type report <==
cell class              instances  area, sq um
inverters                      10        37.54
multi-input cells            1917        19620
repair buffers                178         1534
clock inverters               137         1598
flip-flops and latches       2094        62560
clock buffers                 239         5279
diodes                          1        2.502
fillers                     25527       181500
well taps                    3705         4636
==> flip-flops by register name, summed over array words and instances, names as in the netlist <==
name                   count
cu.ps                     10
dp.accumulator.result     13
dp.counter.cnt             2
dp.m_reg.out               4
dp.n_reg.out               4
dp.stack.d_out             4
dp.stack.ptr               9
dp.stack.stack          2048
==> placed cells by master, fill, tap and decap left out, types with 33 or more instances in the layout <==
cell / instances
nor2_1: 574
edfxtp_1: 2052
mux2i_1: 71
nand3_1: 68
buf_4: 143
mux2_2: 42
clkinv_1: 34
clkbuf_16: 206
mux4_2: 517
clkbuf_1: 33
nand2_1: 232
==> power by group <==
part | internal, mW | switching [mW]
Clock | 1.47 | 1.08
Sequential | 3.09 | 0.0000000000000000878
Combinational | 0.00130 | 0.00162
No activity file was given, so power comes from the tool's default toggle rates.
